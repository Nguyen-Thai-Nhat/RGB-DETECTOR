**design/flow/design.v**
```verilog
module HANDLING_COLOR (
    input wire          clk,
    input wire          rst_n,
    input wire [15:0]   clear_data,
    input wire [15:0]   red_data,
    input wire [15:0]   green_data,
    input wire [15:0]   blue_data,
    input wire          data_valid,
    output reg          BLUE,
    output reg          GREEN,
    output reg          RED,
    output reg          WHITE
);
localparam RED_DOMINANT   = 70;    
localparam GREEN_DOMINANT = 70;    
localparam BLUE_DOMINANT  = 70;    
localparam COLOR_THRESH   = 30;    
localparam CLEAR_MIN      = 16'h0030;  
wire [15:0] red_ratio   = (red_data   * 100) / (clear_data + 1);
wire [15:0] green_ratio = (green_data * 100) / (clear_data + 1);
wire [15:0] blue_ratio  = (blue_data  * 100) / (clear_data + 1);
always @(posedge clk or negedge rst_n) begin
    if (~rst_n) begin
        RED     <= 0;
        GREEN   <= 0;
        BLUE    <= 0;
        WHITE   <= 0;
    end else if (data_valid) begin
        RED     <= 0;
        GREEN   <= 0;
        BLUE    <= 0;
        WHITE   <= 0;
		if  (blue_data == green_data && green_data > red_data)
		    BLUE    <= 1;
		else if (green_data > red_data && red_data > blue_data)
		    GREEN   <= 1;
		else if (red_data > green_data && green_data > blue_data)
		    RED     <= 1;
		else
		    WHITE   <= 1;
        end
    end
endmodule
```
**design/flow/run.sh**
```bash
#!/bin/bash
# OpenROAD 26Q1-2900-gdf79404cd8, Yosys 0.63+post, stock flow scripts
make -C /OpenROAD-flow-scripts/flow DESIGN_CONFIG=/design/flow/config.mk WORK_HOME=/design/flow/orfs finish
```
**design/flow/config.mk**
```make
export PLATFORM = sky130hd
export DESIGN_NAME = HANDLING_COLOR
export DESIGN_NICKNAME = HANDLING_COLOR
export VERILOG_FILES = /design/flow/design.v
export SDC_FILE = /design/flow/constraint.sdc
export NUM_CORES = 4
export LEC_CHECK = 1
export CORE_UTILIZATION = 30
```
**design/flow/constraint.sdc**
```tcl
current_design HANDLING_COLOR

set clk_period 1.1
set clk_io_pct 0.2

create_clock -name clk0 -period $clk_period [get_ports {clk}]

set non_clock_inputs [all_inputs -no_clocks]
set_input_delay [expr $clk_period * $clk_io_pct] -clock clk0 $non_clock_inputs
set_output_delay [expr $clk_period * $clk_io_pct] -clock clk0 [all_outputs]
```
==> GITHUB_STEP_SUMMARY <==
### Yosys + OpenROAD results

| Metric | Value |
|---|---|
| Final WS setup | `-0.8182 ns` |
| Largest net degree at the start of global routing | `6` |
| Root Buffer | `clkbuf_8` |
| Post-CTS Hold Buffers | `0` |
| CTS Buf Count | `3` |
| Pre-CTS setup slack | `-1.478 ns` |
| Status | `complete, but fails checks` |
| Top cell type by total area after synthesis | `ha_1` |
| Area of the mapped netlist | `1304 um^2` |
| Vias in the first global route | `1396` |
| Vias/cell | `4.658` |
| WL per Instance | `11.40 um` |
| M1 wire length | `1.809 mm` |
| Max_cap viols | `0` |
| Period utilization | `174.4%` |
| Setup TNS | `-3.018 ns` |
| Synth Seq Share | `7.678%` |
| Cell Chain, Critical Path | `clkdlybuf4s15_1, inv_2, ha_4, a21o_1, nand3_1, a211oi_2, or4_4, and4_4, mux2_4` |
| DR DRC count | `0` |
| CP endpoint kind | `flop` |
| DRT iter0 DRCs | `60` |
| Unrepaired setup endpoints after global routing | `true` |
| Top cell excl fill/tap | `buf_4` |
| Post-Syn Area per Cell | `7.760 um^2` |
| Arrival @ worst endpoint | `2.02 ns` |
| Global-route wire length before repair | `5.837 mm` |
| ANT cells | `0` |
| # clock sinks | `4` |
| CP Class | `input pin to flop` |
| Clock tree buffer depth | `2` |
| CTS tree | `yes` |
| Endpoints failing hold | `0` |
| Design Area, Final | `2549 um^2` |
| Core Region | `4086 um^2` |
| Failing checks | `setup timing` |
| Top sig layer | `met3` |
| Leakage dissipation | `1.229 nW` |
| Critical Path Max Stage Delay | `0.55 ns` |
| Ys cells | `168` |
| H-tree Lvls | `1` |
| VDD IR max | `0.2802 mV` |
| Layout cells sized above 1 | `44.11%` |
| YS warnings | `1` |
| Critical path's slowest cell | `or4_4` |
| Yosys chip area | `1304 um^2` |
| Top cells excl fill/tap | `39 x buf_4, 26 x ha_1, 23 x dlygate4sd2_1, 22 x ha_4, 18 x inv_1` |
| P per Cell Area | `543.4 nW/um^2` |
| Hold Worst Slack | `0.2093 ns` |
| FP Util | `31.90%` |
| Setup violators final | `4` |
| DPL Wire Length | `2.949 mm` |
| Fmax | `0.5213 GHz` |
| Final std cells w/o fill | `313` |
| Routed wl met3 | `182 um` |
| CP Max Fanout | `4` |
| Seq cells post-synth | `4` |
| Slew @ Worst Pin | `0.3544 ns` |
| Routed wire length | `3.567 mm` |
| Total number of vias | `1458` |
| PortBufs | `54` |
| Total track usage | `16.25%` |
| Clk pin slew, worst setup/hold paths | `0.03 ns` |
| IO Pins | `71` |
| FP Rows | `23` |
| WP data required | `1.20 ns` |
| Placer Congestion | `0.8508` |
| Met2 wire len | `1.575 mm` |
| Startpoint types | `input pin` |
| Gate Count Post-Synth | `168` |
| Syn-to-layout area delta | `95.49%` |
| Die Span Y | `67.92 um` |
| Clock latency on the worst-skew pair | `0.22 ns` |
| Die width | `67.92 um` |
| Grt ovf | `0` |
| TritonRoute pass-1 iters | `4` |
| Fin crit period | `1.918 ns` |
| DP Cell Count | `302` |
| Largest cells by area | `ha_1 46%, inv_1 10%, dfrtp_1 7.7%` |
| Cell Type Count | `29` |
| Log Warnings | `44` |
| Final antenna-violating net count | `0` |
| Min-delay worst type | `input pin to async pin` |
| Die ar. | `4613 um^2` |
| Final-report max-slew violation count | `0` |
| Slew HR | `76.12%` |
| Dominant cell area share | `46.07%` |
| Skew final | `0 ns` |
| Post-DP Area | `2161 um^2` |
| Initial antenna violation count | `0` |
[cell families (layout without fill, tap and decap cells)]
kind of cell / Yosys count / count (layout) / share of synthesized area [%]
adders and majority gates: 48 / 48 / 46.07
AOI/OAI and AO/OA: 43 / 43 / 20.44
and+or+nand+nor: 36 / 36 / 14.59
buffers and inverters: 36 / 131 / 10.36
DFF: 4 / 4 / 7.678
muxes: 1 / 1 / 0.8637
[layer usage]
layer	GRT usage [%]	up-vias
met1	22.76	623
li1	-	802
met3	1.689	0
met2	27.82	33
met4	1.302	0
met5	0	-
[final timing paths]
path,start,slack (ns),cells past startpoint,to
max,green_data[5],-0.82,9,RED$_DFFE_PN0P_
min,rst_n,0.21,1,RED$_DFFE_PN0P_
max reg2reg,RED$_DFFE_PN0P_,0.23,2,RED$_DFFE_PN0P_
min reg2reg,BLUE$_DFFE_PN0P_,0.57,2,BLUE$_DFFE_PN0P_
max in group asynchronous,rst_n,0.72,1,WHITE$_DFFE_PN0P_
min in group clk0,BLUE$_DFFE_PN0P_,0.57,2,BLUE$_DFFE_PN0P_
[area by class of cell]
cell class,count,area (um^2)
timing repair buffer,92,763.2
clock buffer,3,41.29
inverter,36,147.6
sequential,4,100.1
fill,342,1538
multi-input combinational,128,1434
tap,50,62.56
[Yosys cell counts]
master / n
a311oi_1: 1
o31ai_1: 1
nand3_1: 3
a311o_1: 1
a221o_1: 1
a21oi_1: 18
nand2b_1: 1
ha_1: 48
and4_4: 1
nor2b_1: 2
and3_1: 1
dfrtp_1: 4
or4_4: 1
a2111oi_1: 1
mux2_2: 1
o211ai_1: 1
inv_1: 36
o32ai_1: 1
o21ai_0: 7
o21a_1: 1
a211oi_1: 3
nor2_1: 3
or4_1: 1
nand2_1: 13
o22ai_1: 1
nor3_1: 2
nand4_1: 8
a21o_1: 5
o21ai_1: 1
[where the power goes]
part	total, mW	switching (mW)	internal [mW]
sequential	0.175	0.00847	0.167
combinational	0.901	0.387	0.514
clock	0.309	0.0759	0.233
[flip-flops by register name, summed over array words and instances (netlist names)]
| name | flops |
|---|---|
| GREEN | 1 |
| RED | 1 |
| BLUE | 1 |
| WHITE | 1 |
[worst max-delay path: cells and delay by family]
kind,cells,cell delay [ns]
and+or+nand+nor,3,0.85
adders and majority gates,1,0.21
buffers and inverters,2,0.25
AOI/OAI and AO/OA,2,0.24
muxes,1,0.25
[stage by stage]
stage / utilization, % / power, mW
after floorplan: - / 0.5112
after global placement: 52.88 / 0.9257
after detailed placement: 52.88 / 0.9277
after CTS: 60.78 / 1.353
after global routing: 62.37 / 1.534
final: 62.37 / 1.385
[repair_timing]
item                       4_1_cts  5_1_grt
setup buffers                    9        0
pin swaps                       29       12
setup endpoints to repair        8        4
cloned                           0        0
gates resized                  121       28
Power and IR drop assume default switching activity.
